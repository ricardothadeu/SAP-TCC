**flow/config.mk**
```make
export PLATFORM = sky130hd
export DESIGN_NAME = alu
export DESIGN_NICKNAME = alu
export VERILOG_FILES = /design/flow/design.v
export SDC_FILE = /design/flow/constraint.sdc
export NUM_CORES = 4
export LEC_CHECK = 1
export CORE_AREA = 10 10 70 70
export DIE_AREA = 0 0 80 80
```
**flow/constraint.sdc**
```tcl
current_design alu

set clk_period 5.0
set clk_io_pct 0.2

create_clock -name clk0 -period $clk_period

set non_clock_inputs [all_inputs -no_clocks]
set_input_delay [expr $clk_period * $clk_io_pct] -clock clk0 $non_clock_inputs
set_output_delay [expr $clk_period * $clk_io_pct] -clock clk0 [all_outputs]
```
**flow/design.v**
```verilog
module alu (
	input clock,
	input su,
	input [7:0] A,
	input [7:0] B,
	output [7:0] bus_out
);
	assign bus_out = su ? A + (~B + 1) : A + B;
endmodule 
```
**flow/run.sh**
```bash
#!/bin/bash
# OpenROAD 26Q1-2900-gdf79404cd8, Yosys 0.63+post, stock flow scripts
make -C /OpenROAD-flow-scripts/flow DESIGN_CONFIG=/design/flow/config.mk WORK_HOME=/design/flow/orfs finish
```
==> flow_summary.html <==
<h2>Synthesis and place &amp; route</h2>
<table>
<tr><th>Metric</th><th>Value</th></tr>
<tr><th colspan="2">Route</th></tr>
<tr><td>Number of routed nets with antenna violations</td><td>0</td></tr>
<tr><td>Number of iterations in the first detailed-routing pass</td><td>4</td></tr>
<tr><td>Vias</td><td>593</td></tr>
<tr><td>Antenna diode count</td><td>0</td></tr>
<tr><td>WL/cell</td><td>10.3 um</td></tr>
<tr><td>First-iteration detailed-routing DRC count</td><td>12</td></tr>
<tr><td>Detail-routed via count per cell</td><td>4.03</td></tr>
<tr><td>DRC Markers</td><td>0</td></tr>
<tr><td>DRT Wirelength</td><td>1510 um</td></tr>
<tr><th colspan="2">Place</th></tr>
<tr><td>Tally of buffers added on design ports</td><td>25</td></tr>
<tr><td>Setup Slack @ Placement</td><td>0.655 ns</td></tr>
<tr><td>Last weighted congestion value of the routability-driven placer</td><td>0.807</td></tr>
<tr><td>DP HPWL</td><td>1340 um</td></tr>
<tr><td>Cell count after placement</td><td>147</td></tr>
<tr><th colspan="2">Clock tree</th></tr>
<tr><td>Number of gates given a new drive strength after cts</td><td>0</td></tr>
<tr><td>CTS Hold Buffers Added</td><td>0</td></tr>
<tr><td>Post-CTS Setup Bufs</td><td>0</td></tr>
<tr><th colspan="2">Timing</th></tr>
<tr><td>Setup-failing EPs final</td><td>0</td></tr>
<tr><td>Worst-case headroom to the max-slew limit</td><td>62.9%</td></tr>
<tr><td>RSZ-0062 raised after global routing</td><td>false</td></tr>
<tr><td>Final count of pins violating max slew</td><td>0</td></tr>
<tr><td>Slew at the pin with the worst max-slew slack</td><td>0.555 ns</td></tr>
<tr><td>Final hold vios</td><td>0</td></tr>
<tr><td>Final critical-path share of the clock period</td><td>86.3%</td></tr>
<tr><td>Hold slack final</td><td>3.06 ns</td></tr>
<tr><td>Accumulated negative setup slack</td><td>0 ns</td></tr>
<tr><td>Highest Clock Rate</td><td>0.232 GHz</td></tr>
<tr><td>Shortest clock period the worst path allows after layout</td><td>4.32 ns</td></tr>
<tr><td>Final worst slack</td><td>0.683 ns</td></tr>
<tr><th colspan="2">Critical path</th></tr>
<tr><td>End point of the critical path</td><td>bus_out[4]</td></tr>
<tr><td>Critical-path top delay cell</td><td>sky130_fd_sc_hd__clkdlybuf4s50_1</td></tr>
<tr><td>Stages on worst setup path</td><td>8</td></tr>
<tr><td>Critical path data arrival time</td><td>3.32 ns</td></tr>
<tr><td>Launch point of the critical path</td><td>B[0]</td></tr>
<tr><td>Dominant cell type by count on the critical path</td><td>sky130_fd_sc_hd__clkdlybuf4s50_1</td></tr>
<tr><td>Cell Chain, Critical Path</td><td>clkdlybuf4s50_1, ha_1, inv_1, fa_1, o31a_2, o21ai_0, xnor2_1, clkdlybuf4s50_1</td></tr>
<tr><td>Critical path required time</td><td>4.00 ns</td></tr>
<tr><td>Slowest cell delay on critical path</td><td>0.51 ns</td></tr>
<tr><td>Top cell family by delay on the critical path</td><td>buffers and inverters</td></tr>
<tr><td>Worst Path Max Fanout</td><td>3</td></tr>
<tr><td>CP Buf/Inv Count</td><td>3</td></tr>
<tr><td>Startpoint Class</td><td>primary input</td></tr>
<tr><td>Critical setup path kind</td><td>in -&gt; out</td></tr>
<tr><td>Type of destination of the critical path</td><td>output pin</td></tr>
<tr><th colspan="2">Cells and area</th></tr>
<tr><td>Final non-filler cell total</td><td>147</td></tr>
<tr><td>Flip-flops</td><td>0</td></tr>
<tr><td>Seq. cell area</td><td>0 um^2</td></tr>
<tr><td>Area of the multi-input gates</td><td>564 um^2</td></tr>
<tr><td>Fill count</td><td>374</td></tr>
<tr><td>Synthesis-to-finish area growth</td><td>45.2%</td></tr>
<tr><td>Clock buffer cells</td><td>0</td></tr>
<tr><td>Fraction of final layout cells sized beyond drive strength 1</td><td>5.94%</td></tr>
<tr><th colspan="2">Global routing</th></tr>
<tr><td>Global-route total usage across every layer</td><td>4.45%</td></tr>
<tr><td>Number of antenna violations at the first check in global routing</td><td>0</td></tr>
<tr><td>Global route overflow</td><td>0</td></tr>
<tr><td>First-pass GRT wire length</td><td>2460 um</td></tr>
<tr><td>Largest net degree at the start of global routing</td><td>18</td></tr>
<tr><td>Number of global-route vias before repair</td><td>568</td></tr>
<tr><th colspan="2">Floorplan</th></tr>
<tr><td>Die span in y</td><td>80 um</td></tr>
<tr><td>Io pins</td><td>26</td></tr>
<tr><td>Floorplan die area</td><td>6400 um^2</td></tr>
<tr><td>Width of the die</td><td>80 um</td></tr>
<tr><td>Placeable core region</td><td>3420 um^2</td></tr>
<tr><td>Floorplan utilization</td><td>18.6%</td></tr>
<tr><td>Site row count</td><td>21</td></tr>
<tr><th colspan="2">Job</th></tr>
<tr><td>Max-cap viol count</td><td>0</td></tr>
<tr><td>Total tool warning count</td><td>41</td></tr>
<tr><th colspan="2">Synth</th></tr>
<tr><td>Yosys Chip Area</td><td>634 um^2</td></tr>
<tr><td>Mean instance size in the synthesized netlist</td><td>7.93 um^2</td></tr>
<tr><td>Cell count in the Yosys report</td><td>80</td></tr>
<tr><td>Synthesized area</td><td>634 um^2</td></tr>
<tr><td>Mapped Cells</td><td>80</td></tr>
<tr><td>Cell variety after synth</td><td>35</td></tr>
<tr><td>Total number of yosys warnings</td><td>0</td></tr>
<tr><td>Portion of the post-synthesis area used by sequential elements</td><td>0%</td></tr>
<tr><th colspan="2">Power</th></tr>
<tr><td>Peak supply drop</td><td>37.0 uV</td></tr>
<tr><td>Leakage</td><td>0.000392 uW</td></tr>
<tr><td>Power per cell area</td><td>109 nW/um^2</td></tr>
<tr><th colspan="2">Hold path</th></tr>
<tr><td>Min-Delay Path Depth</td><td>5</td></tr>
<tr><td>Hold WC Path Type</td><td>in -&gt; out</td></tr>
<tr><th colspan="2">Status</th></tr>
<tr><td>Outcome</td><td>finished, final reports clean</td></tr>
</table>
[stage by stage]
step	power, uW	area (um^2)	util, %
finish	100	921	27.0
floorplan	50.7	634	-
global placement	101	921	27.0
global route	112	921	27.0
detailed placement	101	921	27.0
CTS	102	921	27.0
[cell families after synthesis]
kind of cell | share of synthesized area [%]
adder cells (fa/ha/maj) | 35.9
buffers and inverters | 11.0
multiplexers | 1.58
AND/OR/NAND/NOR | 12.6
AND-OR/OR-AND | 29.2
XOR/XNOR | 9.66
[cell usage in the layout (no fill, tap or decap), drive strengths merged, types with 2 or more instances in the layout]
| cell type | synthesis | routed |
|---|---|---|
| clkdlybuf4s50 | 0 | 25 |
| ha | 15 | 15 |
| inv | 13 | 13 |
| o21ai | 6 | 6 |
| xnor2 | 5 | 5 |
| a21oi | 5 | 5 |
| nand2 | 3 | 3 |
| nand2b | 2 | 2 |
| nor2 | 2 | 2 |
| nand3b | 2 | 2 |
| o31ai | 2 | 2 |
| xor2 | 2 | 2 |
| fa | 2 | 2 |
| o211ai | 2 | 2 |
[per-layer routing]
layer / wire, um / GRT usage [%] / up-vias
li1: - / - / 321
met1: 738 / 6.32 / 256
met2: 654 / 6.82 / 16
met3: 121 / 1.36 / 0
met4: 0 / 0 / 0
met5: 0 / 0 / -
[final cells by class]
type                            instances  area share [%]
Multi-Input combinational cell         63            61.3
Timing Repair Buffer                   25            27.2
Tap cell                               46            6.25
Inverter                               13            5.30
[power by group]
part / leakage, uW / switching (uW) / internal (uW)
Sequential: 0 / 0 / 0
Combinational: 0.000392 / 39.3 / 61.0
Clock: 0 / 0 / 0
Total: 0.000392 / 39.3 / 61.0
[worst min-delay path by stage]
stage         start         end
global route   A[7]  bus_out[7]
CTS            A[0]  bus_out[0]
finish         A[0]  bus_out[0]
[synth_stat cells, drive strengths merged]
cell / instances / share of area [%]
o21ai: 6 / 4.7
a21o: 1 / 1.2
o311ai: 1 / 2.6
nand4b: 1 / 1.4
o31a: 1 / 1.6
buf: 2 / 2.0
and2: 1 / 0.99
nand2b: 2 / 2.0
o32a: 1 / 1.6
nand3b: 2 / 2.4
clkbuf: 2 / 1.4
xnor2: 5 / 6.9
a21oi: 5 / 4.5
o31ai: 2 / 2.4
mux2i: 1 / 1.6
a211oi: 1 / 1.2
xor2: 2 / 2.8
o2111ai: 1 / 1.4
o2bb2ai: 1 / 2.4
a41oi: 1 / 1.4
and3: 1 / 0.99
ha: 15 / 30
o21a: 1 / 1.2
inv: 13 / 7.7
nor2: 2 / 1.2
nor2b: 1 / 0.99
nand2: 3 / 1.8
o211ai: 2 / 3.2
or3: 1 / 0.99
fa: 2 / 6.3
Power is estimated from default activity; no workload was simulated.

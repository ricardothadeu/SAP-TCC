--- constraint.sdc ---
current_design ram

set clk_period 2.7
set clk_io_pct 0.2

create_clock -name clk0 -period $clk_period

set non_clock_inputs [all_inputs -no_clocks]
set_input_delay [expr $clk_period * $clk_io_pct] -clock clk0 $non_clock_inputs
set_output_delay [expr $clk_period * $clk_io_pct] -clock clk0 [all_outputs]
--- run.sh ---
#!/bin/bash
# OpenROAD 26Q1-2900-gdf79404cd8, Yosys 0.63+post, stock flow scripts
make -C /OpenROAD-flow-scripts/flow DESIGN_CONFIG=/design/flow/config.mk WORK_HOME=/design/flow/orfs finish
--- config.mk ---
export PLATFORM = sky130hd
export DESIGN_NAME = ram
export DESIGN_NICKNAME = ram
export VERILOG_FILES = /design/flow/design.v
export SDC_FILE = /design/flow/constraint.sdc
export NUM_CORES = 4
export LEC_CHECK = 1
export CORE_UTILIZATION = 50
--- design.v ---
module ram (
	input clock,
	input we,
	input ce,
	input run,
	input [3:0] address,
	input [7:0] prog_data,
	output [7:0] bus_out
);
	reg [7:0] memory [0:15];
	initial begin
		memory[0] = 8'b00001001;
		memory[1] = 8'b00011010;
		memory[2] = 8'b00011011;
		memory[3] = 8'b00011100;
		memory[4] = 8'b1110xxxx;
		memory[5] = 8'b1111xxxx;
		memory[6] = 8'b11111111;
		memory[7] = 8'b11111111;
		memory[8] = 8'b11111111;
		memory[9] = 8'b00010110;
		memory[10] = 8'b00001110;
		memory[11] = 8'b00010000;
		memory[12] = 8'b00001111;
		memory[13] = 8'b11111111;
		memory[14] = 8'b11111111;
		memory[15] = 8'b11111111;
	end
	always @(*) begin
		if(!run && we) memory[address] = prog_data;
	end
	assign bus_out = memory[address];
endmodule 
==> results.json <==
{
  "die_w_um": 84.7,
  "fin_hold_ws_ns": 1.76,
  "cp_data_required_time_ns": 2.16,
  "synth_cells": 318,
  "diodes": 0,
  "track_usage_pct": 24.6,
  "io_pins": 24,
  "vias_per_cell": 5.84,
  "dieArea_um2": 7180,
  "untimed_endpoints": 128,
  "core_um2": 6490,
  "hold_class": "in2out",
  "criticalPathCategory": "in2out",
  "area.combinational_um2": 1490,
  "routabilityCongestion": 0.880,
  "initCoreUtil_pct": 52.7,
  "hpwl_mm": 5.71,
  "syn2layout_area_growth_pct": 21.2,
  "ant_nets": 0,
  "crit_slowest_cell": "clkdlybuf4s50_1",
  "drc": 0,
  "final.setup.tns_ns": 0,
  "largest_reg_flops": 128,
  "startpoint_type": "input port",
  "cp_cell_sequence": "buf_2, buf_4, and3b_2, buf_12, a22oi_2, o2111ai_2, o22a_1, clkdlybuf4s50_1",
  "crit_path_start": "address[2]",
  "netlist_area_um2": 3420,
  "post-place-ws_ns": -0.456,
  "postLayoutCellArea_um2": 4150,
  "power.leakage_nw": 1.82,
  "grt.overflow.total": 0,
  "grt_pass1_vias": 2497,
  "antenna_found_initial": 0,
  "row_count": 29,
  "synth-main-ff-cell": "dlxtn_1",
  "n_fill_cell": 512,
  "run_status": "completed",
  "yosys_cells": 318,
  "fmax_mhz": 375,
  "drt_iter0_drc": 85,
  "first_pass_iters": 6,
  "drv_slew": 0,
  "synth_cell_type_count": 50,
  "fp.dieH_um": 84.7,
  "hold_buffers": 0,
  "worst_slack_ns": 0.0334,
  "crit_fanout": 7,
  "ys_ff": 128,
  "fin_total_pwr_mw": 0.518,
  "yosys_area_um2": 3420,
  "unclocked_regs": 128,
  "rsz0062_at_grt": "yes",
  "synth.most_common_cell": "dlxtn_1",
  "endpoint": "bus_out[4]",
  "synth-edff-count": 0,
  "grt_first_pass_wirelength_mm": 13.0,
  "worstSetupEndpointType": "output pin",
  "common_cells": "128 x dlxtn_1, 23 x a22oi_1, 21 x mux2_2",
  "top_cells_by_area": "dlxtn_1 56%, mux2_2 6.9%, a22oi_1 5.0%",
  "tightest_slew_ns": 0.566,
  "max_stage_delay_ns": 0.41,
  "tool_warnings": 35,
  "setup_viol": 0,
  "syn_area_per_cell_um2": 10.8,
  "maxSlewHeadroom_pct": 62.2,
  "largest_area_cell": "dlxtn_1",
  "numPortBuffers": 22,
  "flop_area_um2": 1920,
  "min_period_ns": 2.67,
  "cp.arrival_ns": 2.13,
  "grt_max_degree": 19,
  "drv_cap": 0,
  "irDropWorstVdd_mv": 0.0727,
  "power-per-cell-area_nw_per_um2": 125,
  "vias": 2556,
  "ys_async_sr_fraction_pct": 0,
  "netlist.area_leader.share_pct": 56.1,
  "placed_cell_area_um2": 3810,
  "wl_per_cell_um": 18.5,
  "fin_crit_sh_pct": 98.8,
  "wirelength_mm": 8.12,
  "yosysWarnings": 2,
  "layout-drive-gt1-share_pct": 33.2,
  "hold_viol": 0
}
-- kinds of logic after synthesis --
family          count (synthesis)  synth area share, %
compound gates                 65                 15.7
latches                       128                 56.1
buf+inv                        24                 6.07
mux                            24                 7.82
simple gates                   77                 14.3
-- repair_timing --
item                                    CTS  global route
endpoints found under the setup margin    8             7
buffers inserted                          4             3
pin swaps                                 9            14
cloned                                    3             1
resized                                  39            34
-- critical path, delay by kind of cell --
| kind | cells | cell delay [ns] |
|---|---|---|
| buffers and inverters | 4 | 0.85 |
| AND/OR/NAND/NOR | 1 | 0.22 |
| AND-OR/OR-AND | 3 | 0.51 |
-- routing by layer --
metal  part of all wire (%)  GRT usage [%]  wire (µm)  up-vias
met5                      0              0          0        -
met4                    2.1           4.01        174        0
met3                    2.4          0.299        194       19
met2                     47           40.8       3850       51
met1                     48           39.2       3900     1244
li1                       -              -          -     1242
-- layout make-up --
cell class	count	share of cell area, %
Multi-Input combinational cell	168	35.9
Sequential cell	128	46.3
Inverter	2	0.272
Timing Repair Buffer	63	15.2
Tap cell	77	2.32
-- power breakdown --
part           internal [mW]  leakage (nW)  switching (mW)
Combinational          0.193         0.776           0.170
Clock                      0             0               0
Sequential             0.130          1.04          0.0250
Total                  0.323          1.82           0.195
-- metrics by stage --
step,instances,util [%]
4_1_cts,434,61.0
2_1_floorplan,318,-
3_3_place_gp,427,58.7
5_1_grt,438,63.8
6_report,438,63.8
3_5_place_dp,427,58.7
-- worst min-delay path by stage --
stage              start         end  slack, ns  cells past startpoint
global route  address[0]  bus_out[2]       1.83                      5
finish        address[0]  bus_out[2]       1.76                      5
CTS           address[0]  bus_out[5]       1.84                      5
-- layout by cell type, fill, tap and decap left out, types with 5 or more instances in the layout --
master	instances
a22oi_1	9
dlxtn_1	128
o22a_1	5
mux2_2	21
buf_4	30
buf_6	8
nand3_1	5
buf_12	5
a22oi_2	16
nand2_1	18
nor3_1	8
a221oi_2	8
nand2b_1	8
o21ai_0	5
o2111ai_2	5
clkdlybuf4s50_1	16
Power and IR drop assume default switching activity.

<file path="/design/flow/design.v">
module controller (
	input clock,
	input clear,
	input [3:0] instruction,  
	output reg cp,
	output reg ep,
	output reg la,
	output reg ea,
	output reg lm,
	output reg su,
	output reg eu,
	output reg ce,
	output reg lb,
	output reg li,
	output reg ei,
	output reg lo,
	output reg hlt
);
	parameter LDA = 4'b0000;
	parameter ADD = 4'b0001;
	parameter SUB = 4'b0010;
	parameter OUT = 4'b1110;
	parameter HLT = 4'b1111;
	parameter T1 = 6'b000001;
	parameter T2 = 6'b000010;
	parameter T3 = 6'b000100;
	parameter T4 = 6'b001000;
	parameter T5 = 6'b010000;
	parameter T6 = 6'b100000;
	reg [5:0] ring_counter = T1;
always @(negedge clock) begin
	cp <= 0; ep <= 0; la <= 0; ea <= 0; lm <= 0; su <= 0; 
	eu <= 0; ce <= 0; lb <= 0; li <= 0; ei <= 0; lo <= 0; hlt <= 0;
	if(instruction == HLT) hlt <= 1;
	else begin 
		case(ring_counter)
			T1: begin ep <= 1; lm <= 1; end
			T2: cp <= 1;
			T3: begin ce <= 1; li <= 1; end
			T4: begin
					case(instruction)
						LDA, ADD, SUB: begin lm <= 1; ei <= 1; end
						OUT: begin ea <= 1; lo <= 1; end
						HLT: hlt <= 1;
					endcase
				 end
			T5: begin
					case(instruction)
						LDA: begin ce <= 1; la <= 1; end
						ADD, SUB: begin ce <= 1; lb <= 1; end
						HLT: hlt <= 1;
					endcase
				 end
			T6: begin
					case(instruction)
						ADD: begin la <= 1; eu <= 1; end
						SUB: begin la <= 1; su <= 1; eu <= 1; end
						HLT: hlt <= 1;
					endcase
				 end	
		endcase
	end
	if(ring_counter == T6) ring_counter <= T1;
	else ring_counter <= ring_counter << 1;
end
endmodule 
</file>
<file path="/design/flow/run.sh">
#!/bin/bash
# OpenROAD 26Q1-2900-gdf79404cd8, Yosys 0.63+post, stock flow scripts
make -C /OpenROAD-flow-scripts/flow DESIGN_CONFIG=/design/flow/config.mk WORK_HOME=/design/flow/orfs finish
</file>
<file path="/design/flow/constraint.sdc">
current_design controller

set clk_period 1.3
set clk_io_pct 0.2

create_clock -name clk0 -period $clk_period [get_ports {clock}]

set non_clock_inputs [all_inputs -no_clocks]
set_input_delay [expr $clk_period * $clk_io_pct] -clock clk0 $non_clock_inputs
set_output_delay [expr $clk_period * $clk_io_pct] -clock clk0 [all_outputs]
</file>
<file path="/design/flow/config.mk">
export PLATFORM = sky130hd
export DESIGN_NAME = controller
export DESIGN_NICKNAME = controller
export VERILOG_FILES = /design/flow/design.v
export SDC_FILE = /design/flow/constraint.sdc
export NUM_CORES = 4
export LEC_CHECK = 1
export CORE_AREA = 10 10 79 79
export DIE_AREA = 0 0 89 89
</file>
==> impl_metrics.csv <==
group,metric,value,unit
route,vias,561,
clock_tree,clkSlewWorstSetupHoldPaths,0.04,ns
setup_path,cp_top_family,"flip-flops",
global_route,grt_usage,0.0387,
setup_path,required,1.04,ns
clock_tree,cts_tree,"built",
cells_and_area,synthToLayoutAreaGrowth,69.0,%
yosys,yosys_warnings,1,
power_and_ir_drop,ir_drop,0.000340,V
flow_run,warnings,47,
route,wirelength,1.54,mm
clock_tree,clock_latency,0.33,ns
timing,skew,0.0150,ns
yosys,edf_count,0,
yosys,synth_async_sr_flop_share,0,
yosys,synthDistinctLibCells,21,
timing,rsz0062_at_grt,"yes",
clock_tree,cts_buffer_depth,2,
route,route.detailed.drc,0,
place,gp_congestion,0.802,
yosys,synth_flop_count,18,
clock_tree,htree_levels,1,
yosys,syn_area_per_cell,10.2,µm²
yosys,yosysCellCount,59,
floorplanning,rows,25,
timing,slew-limit-headroom,0.705,
route,ant_nets,0,
timing,setup_viol_count_final,14,
route,firstDrtPassIters,4,
global_route,grt_max_degree,11,
clock_tree,clockRootBuffer,"clkbuf_8",
route,diodes,0,
place,place_hpwl,1.09,mm
setup_path,path_buffers,1,
timing,finalSetupTns,-4.14,ns
power_and_ir_drop,power_density,1220,mW/mm²
place,portBuffers,17,
floorplanning,ios,19,
route,wl_per_cell,10.2,µm
setup_path,path_cells,"buf_2",
clock_tree,cts_hold_buf,0,
cells_and_area,top_register,"ring_counter",
floorplanning,die_w,89,µm
clock_tree,clock_sinks,18,
floorplanning,fp-utilization,0.129,
setup_path,crit_path_start_kind,"register",
yosys,ff_type,"dfxtp_1",
setup_path,slowest_stage,"dfxtp_2",
yosys,synth_area,602,µm²
setup_path,critPathMaxStageDelay,0.30,ns
power_and_ir_drop,p_leak,0.486,nW
global_route,grt_pass1_vias,609,
yosys,ys_area,602,µm²
global_route,grt_overflow,0,
timing,worst_pin_slew,0.436,ns
timing,fin_ws,-0.333,ns
clock_tree,cts_made_buffers,3,
setup_path,endpoint_kind,"output pin",
cells_and_area,fillerInstances,479,
min_path,hp-class,"register to register",
route,viasPerCell,3.72,
cells_and_area,layout-drive-gt1-share,0.443,
floorplanning,die_area,0.00792,mm²
yosys,yosys.stat.seqShare,0.599,
run_status,failed_checks,"negative setup slack",
global_route,antenna_found_initial,0,
floorplanning,core-area,0.00466,mm²
run_status,status,"finished with violations",
yosys,synth_cells,59,
timing,slew_viol_final,0,
setup_path,crit_type,"register to output pin",
route,dr.first_iter.drc_count,38,
global_route,grt_pass1_wl,2.51,mm
cells_and_area,largest_register_ffs,6,
flow_run,maxCapViolCount,0,
cells_and_area,final_cells,151,
setup_path,cp_max_fo,2,
place,placed_cells,131,
floorplanning,die_y,89,µm
setup_path,critPathArrivalTime,1.37,ns
timing,hold_viol,0,
## layout make-up
cell class | instances | area, µm² | share of cell area
inverter | 2 | 7.51 | 0.00738
clock inverter | 19 | 72.6 | 0.0713
tap | 54 | 67.6 | 0.0664
clock buffer | 3 | 41.3 | 0.0406
timing repair buffer | 23 | 146 | 0.144
sequential | 18 | 362 | 0.355
multi-input combinational | 32 | 320 | 0.315
## cell usage in the layout (no fill, tap or decap), drive strengths merged
master	Yosys	routed
buf	1	23
clkbuf	4	3
clkinvlp	0	1
dfxtp	18	18
inv	3	20
nand2	3	3
nand3	1	1
nand4	2	2
nand4bb	1	1
nor2	8	8
nor3	3	3
nor3b	2	2
nor4	2	2
nor4b	3	3
o211a	1	1
o21ai	1	1
o31ai	1	1
o32ai	1	1
or2b	1	1
or4	1	1
xnor2	1	1
## cell usage after synthesis (all sizes together) (2+ instances only)
library cell  count  area [µm²]
clkbuf            4        15.0
dfxtp            18         360
inv               3        11.3
nand2             3        11.3
nand4             2        12.5
nor2              8        30.0
nor3              3        15.0
nor3b             2        15.0
nor4              2        12.5
nor4b             3        26.3
## layer usage
metal	wire length (µm)	global-route usage	vias up
met5	0	0	-
met3	227	0.0312	2
met1	665	0.0435	260
met2	635	0.0499	19
li1	-	-	280
met4	12	0.0217	0
## final timing paths
path / to / cells after the start / slack [ns] / from
worst min-delay path: ring_counter[5] / 0 / 0.45 / ring_counter[4]
worst min register to register: ring_counter[5] / 0 / 0.45 / ring_counter[4]
worst max register to register: ce / 4 / -0.01 / ring_counter[3]
worst max-delay path: ea / 1 / -0.33 / ea
## where the power goes
group | leakage, nW | total [mW] | switching [mW] | internal, mW
sequential | 0.146 | 0.562 | 0.00105 | 0.561
clock | 0.118 | 0.604 | 0.320 | 0.284
combinational | 0.222 | 0.0766 | 0.0385 | 0.0381
## per-stage QoR
stage,setup WS (ns),hold slack (ns),cell area (µm²),utilization,total power [mW]
floorplan,-0.129,0.464,679,-,0.687
global placement,-0.773,0.420,937,0.201,0.737
detailed placement,-0.785,0.418,937,0.201,0.738
CTS,-0.349,0.434,1010,0.216,1.27
global route,-0.389,0.473,1020,0.218,1.35
finish,-0.333,0.446,1020,0.218,1.24
## logic make-up (layout without fill, tap and decap cells)
kind of cell              Yosys count  in the layout  share of synthesized area
buffers and inverters               9             47                     0.0728
DFF                                18             18                      0.599
xor gates and xnor gates            1              1                     0.0146
AOI/OAI and AO/OA                   4              4                     0.0520
and+or+nand+nor                    27             27                      0.262
## what timing repair did
item                                   CTS  global route
pin swaps                                6             5
resized                                 65             5
gates cloned                             0             0
endpoints found under the hold margin    0             0
setup endpoints to repair               25            20
setup buffers                            1             1
Power figures rest on the tool's default switching activity, not on a simulated workload.
